$ cat flow/config.mk
export PLATFORM = sky130hd
export DESIGN_NAME = serdes_Deserializer
export DESIGN_NICKNAME = serdes_Deserializer
export VERILOG_FILES = /design/flow/design.v
export SDC_FILE = /design/flow/constraint.sdc
export NUM_CORES = 4
export LEC_CHECK = 1
export CORE_UTILIZATION = 50
$ cat flow/run.sh
#!/bin/bash
# OpenROAD 26Q1-2900-gdf79404cd8, Yosys 0.63+post, stock flow scripts
make -C /OpenROAD-flow-scripts/flow DESIGN_CONFIG=/design/flow/config.mk WORK_HOME=/design/flow/orfs finish
$ cat flow/design.v
module serdes_Deserializer (
	recv_val,
	recv_rdy,
	recv_msg,
	send_val,
	send_rdy,
	send_msg,
	clk,
	reset
);
	parameter signed [31:0] N_SAMPLES = 8;
	parameter signed [31:0] BIT_WIDTH = 32;
	input wire recv_val;
	output wire recv_rdy;
	input wire [BIT_WIDTH - 1:0] recv_msg;
	output wire send_val;
	input wire send_rdy;
	output wire [(N_SAMPLES * BIT_WIDTH) - 1:0] send_msg;
	input wire clk;
	input wire reset;
	generate
		if (N_SAMPLES == 1) begin : genblk1
			assign recv_rdy = send_rdy;
			assign send_val = recv_val;
			assign send_msg[0+:BIT_WIDTH] = recv_msg;
			reg unused = {1'b0, clk, reset, 1'b0};
		end
		else begin : genblk1
			wire [N_SAMPLES - 1:0] en_sel;
			DeserializerControl #(.N_SAMPLES(N_SAMPLES)) c(
				.recv_val(recv_val),
				.send_rdy(send_rdy),
				.send_val(send_val),
				.recv_rdy(recv_rdy),
				.reset(reset),
				.clk(clk),
				.en_sel(en_sel)
			);
			genvar i;
			for (i = 0; i < N_SAMPLES; i = i + 1) begin : l_regs
				cmn_EnResetReg #(.p_nbits(BIT_WIDTH)) register(
					.clk(clk),
					.reset(reset),
					.en(recv_rdy & en_sel[i]),
					.d(recv_msg),
					.q(send_msg[i * BIT_WIDTH+:BIT_WIDTH])
				);
			end
		end
	endgenerate
endmodule
module DeserializerControl (
	recv_val,
	send_rdy,
	send_val,
	recv_rdy,
	en_sel,
	reset,
	clk
);
	parameter signed [31:0] N_SAMPLES = 8;
	input wire recv_val;
	input wire send_rdy;
	output reg send_val;
	output reg recv_rdy;
	output wire [N_SAMPLES - 1:0] en_sel;
	input wire reset;
	input wire clk;
	reg INIT = 1'b0;
	reg DONE = 1'b1;
	localparam signed [31:0] C_WIDTH = $clog2(N_SAMPLES) - 1;
	localparam signed [31:0] C_NXT_WIDTH = $clog2(N_SAMPLES + 1) - 1;
	reg [C_WIDTH:0] count;
	reg [C_NXT_WIDTH:0] count_next;
	reg next_state;
	reg state;
	Decoder #(.BIT_WIDTH($clog2(N_SAMPLES))) decoder(
		.in(count),
		.out(en_sel)
	);
	always @(*)
		case (state)
			INIT:
				if (count_next == N_SAMPLES[C_NXT_WIDTH:0])
					next_state = DONE;
				else
					next_state = INIT;
			DONE:
				if (send_rdy == 1)
					next_state = INIT;
				else
					next_state = DONE;
			default: next_state = INIT;
		endcase
	always @(*)
		case (state)
			INIT: begin
				if (recv_val == 1)
					count_next = {{C_NXT_WIDTH - C_WIDTH {1'b0}}, count} + 1;
				else
					count_next = {{C_NXT_WIDTH - C_WIDTH {1'b0}}, count};
				recv_rdy = 1'b1;
				send_val = 1'b0;
			end
			DONE: begin
				count_next = 0;
				recv_rdy = 1'b0;
				send_val = 1'b1;
			end
			default: begin
				count_next = 0;
				recv_rdy = 1'b1;
				send_val = 1'b0;
			end
		endcase
	always @(posedge clk)
		if (reset) begin
			count <= 0;
			state <= INIT;
		end
		else begin
			count <= count_next[$clog2(N_SAMPLES) - 1:0];
			state <= next_state;
		end
endmodule
module Decoder (
	in,
	out
);
	parameter signed [31:0] BIT_WIDTH = 3;
	input wire [BIT_WIDTH - 1:0] in;
	output wire [(1 << BIT_WIDTH) - 1:0] out;
	assign out = {{(1 << BIT_WIDTH) - 1 {1'b0}}, 1'b1} << in;
endmodule
module cmn_Reg (
	clk,
	q,
	d
);
	parameter p_nbits = 1;
	input wire clk;
	output reg [p_nbits - 1:0] q;
	input wire [p_nbits - 1:0] d;
	always @(posedge clk) q <= d;
endmodule
module cmn_ResetReg (
	clk,
	reset,
	q,
	d
);
	parameter p_nbits = 1;
	parameter p_reset_value = 0;
	input wire clk;
	input wire reset;
	output reg [p_nbits - 1:0] q;
	input wire [p_nbits - 1:0] d;
	always @(posedge clk) q <= (reset ? p_reset_value : d);
endmodule
module cmn_EnReg (
	clk,
	reset,
	q,
	d,
	en
);
	parameter p_nbits = 1;
	input wire clk;
	input wire reset;
	output reg [p_nbits - 1:0] q;
	input wire [p_nbits - 1:0] d;
	input wire en;
	always @(posedge clk)
		if (en)
			q <= d;
endmodule
module cmn_EnResetReg (
	clk,
	reset,
	q,
	d,
	en
);
	parameter p_nbits = 1;
	parameter p_reset_value = 0;
	input wire clk;
	input wire reset;
	output reg [p_nbits - 1:0] q;
	input wire [p_nbits - 1:0] d;
	input wire en;
	always @(posedge clk)
		if (reset || en)
			q <= (reset ? p_reset_value : d);
endmodule
$ cat flow/constraint.sdc
current_design serdes_Deserializer

set clk_period 3.6
set clk_io_pct 0.2

create_clock -name clk0 -period $clk_period [get_ports {clk}]

set non_clock_inputs [all_inputs -no_clocks]
set_input_delay [expr $clk_period * $clk_io_pct] -clock clk0 $non_clock_inputs
set_output_delay [expr $clk_period * $clk_io_pct] -clock clk0 [all_outputs]
==> out/qor.csv <==
metric;value;unit
slack of the critical path;1.30;ns
count of nets left with antenna violations after detail routing;0;
vertical die dimension;130;um
cell area power density;560;nW/um^2
cell area after layout;12300;sq um
port bufs;293;
Top-area cell share;93.2;%
path type of the worst setup path;reg2out;
DRC violations left;0;
CP bufs+invs;1;
YS chip area;8250;sq um
Crit path max-delay family;buffers and inverters;
chip footprint;17000;sq um
area growth from synthesis to layout;49.3;%
Gate Count Post-Synth;326;
post-detailed-route wirelength per cell;22.6;um
post-route minimum period;2.30;ns
register bit total from synthesis;260;
post-DP HPWL;13.0;mm
critical path launch point type;register;
count of final max-slew check failures;0;
count of clock tree sinks;260;
number of hold buffers added after cts;0;
total via count in the routed design;4426;
commonest cells after routing, fill and taps aside;sky130_fd_sc_hd__clkdlybuf4s50_1, sky130_fd_sc_hd__edfxtp_1, sky130_fd_sc_hd__nor2b_1;
H-tree lvl count;1;
number of hold violations in the final report;0;
TritonCTS clock tree;yes;
Worst path max stage delay;0.55;ns
final instance count without filler cells;883;
clock transition time at the flip-flop clock pins of the worst setup and hold paths;0.06;ns
antenna violations before repair;0;
top area cells in the synthesized netlist;sky130_fd_sc_hd__edfxtp_1, sky130_fd_sc_hd__nor2b_1, sky130_fd_sc_hd__dfxtp_1;
mapped cell area;8250;sq um
fraction of the core area covered by cells at the end of the flow;77.0;%
drt first pass iters;4;
Highest Clock Rate;435;MHz
count of placed standard cells including taps;838;
count of distinct cell types in the synthesized netlist;18;
site row count;46;
GR Util All Layers;26.6;%
number of setup violations in the final report;0;
class of the tightest hold or removal check;in2reg;
post-place setup slack;1.36;ns
Remaining Overflow, GRT;0;
antenna diode instance count;0;
leakage power summed over all cells;4.43;nW
DRC marker count from the first detailed-route iteration;280;
number of global-route vias before repair;4724;
MaxCap Viol Count;0;
number of buffers added by the clock tree synthesis step;25;
Cell Area, Placed;11500;sq um
setup TNS;0;ns
synthesis warning total;2;
worst-path cell with the longest stage delay;sky130_fd_sc_hd__clkdlybuf4s50_1;
maximum number of pins on one net before global-route repair;35;
FP Core Util;51.5;%
mean post-synth cell area;25.3;sq um
total cells reported by yosys after synthesis;326;
first-pass GRT wire length;28.0;mm
Max Clock Skew;0.0105;ns
total detailed-routing wirelength;19.9;mm
Worst EP arrival;1.58;ns
Critical Path Sink Type;output pin;
cell at the root of the clock tree;sky130_fd_sc_hd__clkbuf_16;
most numerous logic cell after layout;sky130_fd_sc_hd__clkdlybuf4s50_1;
GP Congestion;0.829;
I/O Pins;294;
critical path, cell by cell;clkdlybuf4s50_1;
OpenROAD warnings;30;
top fanout value on the critical path;8;
reg-to-reg setup timing slack;1.58;ns
maximum resistive drop on vdd;390;uV
clock insertion delay at the later pin of the skew report;0.51;ns
setup repair after global routing missed its margin;no;
Die W;130;um
maximum buffer depth of the clock tree;3;
outcome;finished, final reports clean;
layout cell share with drive strength beyond 1;8.25;%
Slew @ Worst Pin;1.09;ns
CP required;2.88;ns
mean number of vias per cell;5.01;
Setup Fix Bufs, Post-CTS;0;
post-cts repair resize count;0;
register share after synthesis;94.2;%
share of the cycle needed by the critical path after routing;63.8;%
post-synthesis cell type with the largest combined area;sky130_fd_sc_hd__edfxtp_1;
Core Area;16000;sq um
relative slew slack;27.3;%
## worst paths after layout
| kind | startpoint | endpoint | depth (start not counted) |
|---|---|---|---|
| worst max-delay path | genblk1.c.state$_SDFF_PP0_ | send_val | 1 |
| worst min-delay path | reset | genblk1.c.count[1]$_SDFF_PP0_ | 2 |
| worst max register to register | genblk1.c.count[0]$_SDFF_PP0_ | genblk1.l_regs[3].register.q[27]$_DFFE_PP_ | 4 |
| worst min register to register | genblk1.c.count[0]$_SDFF_PP0_ | genblk1.c.count[0]$_SDFF_PP0_ | 2 |
## cell type report
class / instances / area [sq um]
Multi-Input combinational cell: 57 / 442
Tap cell: 216 / 270
Sequential cell: 260 / 7770
Timing Repair Buffer: 301 / 3000
Clock inverter: 14 / 170
Clock buffer: 31 / 648
Inverter: 4 / 15.0
Fill cell: 887 / 3690
## routing by layer
layer	GRT usage, %	vias up	part of all wire [%]	routed length, um
met1	41.8	2112	35	6960
met5	0	-	0	0
met2	38.2	361	48	9570
li1	-	1927	-	-
met4	4.26	0	1.5	308
met3	16.0	26	15	3080
## sequential cells by signal, summed over array words and instances (netlist names)
register	cells
genblk1.l_regs.register.q	256
genblk1.c.count	3
genblk1.c.state	1
## through the flow
step | power, mW | hold WS, ns
6_report | 6.90 | 0.578
5_1_grt | 7.13 | 0.602
4_1_cts | 6.96 | 0.556
3_5_place_dp | 4.39 | 0.593
3_3_place_gp | 4.39 | 0.552
2_1_floorplan | 3.79 | 0.528
## report_power, final
| group | internal (mW) | total (mW) | switching (mW) |
|---|---|---|---|
| clock | 1.56 | 2.58 | 1.02 |
| sequential | 3.61 | 3.70 | 0.0849 |
| combinational | 0.409 | 0.627 | 0.217 |
## cells by family (layout without fill, tap and decap cells)
logic type | count (synthesis) | in the layout | share of synthesized area, %
simple gates | 39 | 39 | 2.99
flops | 260 | 260 | 94.2
compound gates | 10 | 10 | 1.11
buf+inv | 9 | 350 | 0.561
fa+ha+maj | 6 | 6 | 0.910
mux | 1 | 1 | 0.121
xor+xnor | 1 | 1 | 0.106
## Yosys cell counts, drive strengths merged
cell type	n
dfxtp	4
xnor2	1
nor3	2
a21o	8
nor2	2
o32ai	1
nand4bb	1
mux2i	1
nor2b	33
ha	6
buf	5
edfxtp	256
inv	4
nand4b	1
a2111oi	1
No activity file was given, so power comes from the tool's default toggle rates.
