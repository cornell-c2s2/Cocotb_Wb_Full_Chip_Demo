==> flow/design.v <==
module crossbarVRTL (
	recv_msg,
	recv_val,
	recv_rdy,
	send_msg,
	send_val,
	send_rdy,
	reset,
	clk,
	control,
	control_val,
	control_rdy
);
	parameter BIT_WIDTH = 32;
	parameter N_INPUTS = 2;
	parameter N_OUTPUTS = 2;
	parameter CONTROL_BIT_WIDTH = 42;
	input wire [(N_INPUTS * BIT_WIDTH) - 1:0] recv_msg;
	input wire [0:N_INPUTS - 1] recv_val;
	output reg [0:N_INPUTS - 1] recv_rdy;
	output reg [(N_OUTPUTS * BIT_WIDTH) - 1:0] send_msg;
	output reg [0:N_OUTPUTS - 1] send_val;
	input wire [0:N_OUTPUTS - 1] send_rdy;
	input wire reset;
	input wire clk;
	input wire [CONTROL_BIT_WIDTH - 1:0] control;
	input wire control_val;
	output wire control_rdy;
	reg [CONTROL_BIT_WIDTH - 1:0] stored_control;
	wire [$clog2(N_INPUTS) - 1:0] input_sel;
	wire [$clog2(N_OUTPUTS) - 1:0] output_sel;
	always @(posedge clk)
		if (reset)
			stored_control <= 0;
		else if (control_val)
			stored_control <= control;
	assign control_rdy = 1;
	assign input_sel = stored_control[1];
	assign output_sel = stored_control[0];
	always @(*) begin
		send_msg[((N_OUTPUTS - 1) - output_sel) * BIT_WIDTH+:BIT_WIDTH] = recv_msg[((N_INPUTS - 1) - input_sel) * BIT_WIDTH+:BIT_WIDTH];
		send_val[output_sel] = recv_val[input_sel];
		recv_rdy[input_sel] = send_rdy[output_sel];
		begin : sv2v_autoblock_1
			integer i;
			for (i = 0; i < N_OUTPUTS; i = i + 1)
				if (i != output_sel) begin
					send_msg[((N_OUTPUTS - 1) - i) * BIT_WIDTH+:BIT_WIDTH] = 0;
					send_val[i] = 0;
				end
		end
		begin : sv2v_autoblock_2
			integer i;
			for (i = 0; i < N_INPUTS; i = i + 1)
				if (i != input_sel)
					recv_rdy[i] = 0;
		end
	end
endmodule
module crossbaroneinVRTL (
	recv_msg,
	recv_val,
	recv_rdy,
	send_msg,
	send_val,
	send_rdy,
	reset,
	clk,
	control,
	control_val,
	control_rdy
);
	parameter BIT_WIDTH = 32;
	parameter N_INPUTS = 1;
	parameter N_OUTPUTS = 2;
	parameter CONTROL_BIT_WIDTH = 42;
	input wire [(N_INPUTS * BIT_WIDTH) - 1:0] recv_msg;
	input wire [0:N_INPUTS - 1] recv_val;
	output reg [0:N_INPUTS - 1] recv_rdy;
	output reg [(N_OUTPUTS * BIT_WIDTH) - 1:0] send_msg;
	output reg [0:N_OUTPUTS - 1] send_val;
	input wire [0:N_OUTPUTS - 1] send_rdy;
	input wire reset;
	input wire clk;
	input wire [CONTROL_BIT_WIDTH - 1:0] control;
	input wire control_val;
	output wire control_rdy;
	reg [CONTROL_BIT_WIDTH - 1:0] stored_control;
	wire [CONTROL_BIT_WIDTH - 1:0] output_sel;
	always @(posedge clk)
		if (reset)
			stored_control <= 0;
		else if (control_val)
			stored_control <= control;
	assign control_rdy = 1;
	assign output_sel = stored_control;
	always @(*) begin
		send_msg[((N_OUTPUTS - 1) - output_sel) * BIT_WIDTH+:BIT_WIDTH] = recv_msg;
		send_val[output_sel] = recv_val;
		recv_rdy = send_rdy[output_sel];
		begin : sv2v_autoblock_1
			integer i;
			for (i = 0; i < N_OUTPUTS; i = i + 1)
				if (i != output_sel) begin
					send_msg[((N_OUTPUTS - 1) - i) * BIT_WIDTH+:BIT_WIDTH] = 0;
					send_val[i] = 0;
				end
		end
	end
endmodule
module crossbaroneinVRTL2 (
	recv_msg,
	recv_val,
	recv_rdy,
	send_msg,
	send_val,
	send_rdy,
	reset,
	clk,
	control,
	control_val,
	control_rdy
);
	parameter BIT_WIDTH = 32;
	parameter N_INPUTS = 1;
	parameter N_OUTPUTS = 2;
	parameter CONTROL_BIT_WIDTH = 1;
	input wire [(N_INPUTS * BIT_WIDTH) - 1:0] recv_msg;
	input wire [N_INPUTS - 1:0] recv_val;
	output reg [N_INPUTS - 1:0] recv_rdy;
	output reg [(N_OUTPUTS * BIT_WIDTH) - 1:0] send_msg;
	output reg [N_OUTPUTS - 1:0] send_val;
	input wire [N_OUTPUTS - 1:0] send_rdy;
	input wire reset;
	input wire clk;
	input wire [CONTROL_BIT_WIDTH - 1:0] control;
	input wire control_val;
	output wire control_rdy;
	reg [CONTROL_BIT_WIDTH - 1:0] stored_control;
	wire [$clog2(N_OUTPUTS) - 1:0] output_sel;
	always @(posedge clk)
		if (reset)
			stored_control <= 0;
		else if (control_val)
			stored_control <= control;
	assign control_rdy = 1;
	always @(*) begin
		if (!stored_control) begin
			send_msg = recv_msg[63:32];
			send_val = recv_val[1];
			recv_rdy = send_rdy[1];
		end else begin
			send_msg = recv_msg[31:0];
			send_val = recv_val[0];
			recv_rdy = send_rdy[0];
		end
	end
endmodule
	module crossbaroneoutVRTL (
	recv_msg,
	recv_val,
	recv_rdy,
	send_msg,
	send_val,
	send_rdy,
	reset,
	clk,
	control,
	control_val,
	control_rdy
);
	parameter BIT_WIDTH = 32;
	parameter N_INPUTS = 2;
	parameter N_OUTPUTS = 1;
	parameter CONTROL_BIT_WIDTH = 32;
	input wire [(N_INPUTS * BIT_WIDTH) - 1:0] recv_msg;
	input wire [0:N_INPUTS - 1] recv_val;
	output reg [0:N_INPUTS - 1] recv_rdy;
	output reg [BIT_WIDTH - 1:0] send_msg;
	output reg send_val;
	input wire send_rdy;
	input wire reset;
	input wire clk;
	input wire [CONTROL_BIT_WIDTH - 1:0] control;
	input wire control_val;
	output wire control_rdy;
	reg [CONTROL_BIT_WIDTH - 1:0] stored_control;
	always @(posedge clk)
		if (reset)
			stored_control <= 0;
		else if (control_val)
			stored_control <= control;
	assign control_rdy = 1;
	wire [$clog2(N_INPUTS) - 1:0] input_sel;
	assign input_sel = stored_control[CONTROL_BIT_WIDTH - 1:CONTROL_BIT_WIDTH - $clog2(N_INPUTS)];
	always @(*) begin
		send_msg = recv_msg[((N_INPUTS - 1) - input_sel) * BIT_WIDTH+:BIT_WIDTH];
		send_val = recv_val[input_sel];
		recv_rdy[input_sel] = send_rdy;
		begin : sv2v_autoblock_1
			integer j;
			for (j = 0; j < N_INPUTS; j = j + 1)
				if (j != input_sel)
					recv_rdy[j] = 0;
		end
	end
endmodule
==> flow/run.sh <==
#!/bin/bash
# OpenROAD 26Q1-2900-gdf79404cd8, Yosys 0.63+post, stock flow scripts
make -C /OpenROAD-flow-scripts/flow DESIGN_CONFIG=/design/flow/config.mk WORK_HOME=/design/flow/orfs finish
==> flow/config.mk <==
export PLATFORM = sky130hd
export DESIGN_NAME = crossbaroneinVRTL
export DESIGN_NICKNAME = crossbaroneinVRTL
export VERILOG_FILES = /design/flow/design.v
export SDC_FILE = /design/flow/constraint.sdc
export NUM_CORES = 4
export LEC_CHECK = 1
export CORE_UTILIZATION = 40
==> flow/constraint.sdc <==
current_design crossbaroneinVRTL

set clk_period 7.4
set clk_io_pct 0.2

create_clock -name clk0 -period $clk_period [get_ports {clk}]

set non_clock_inputs [all_inputs -no_clocks]
set_input_delay [expr $clk_period * $clk_io_pct] -clock clk0 $non_clock_inputs
set_output_delay [expr $clk_period * $clk_io_pct] -clock clk0 [all_outputs]
==> ci_impl_report.md <==
## PnR job results

| Metric | Value |
|---|---|
| Post-route ant nets | `0` |
| Routability cong. | `~0.79` |
| Mean post-synth cell area | `~9.7 µm²` |
| Slowest-stage cell, CP | `clkdlybuf4s50_1` |
| Largest stage delay, worst path | `between 400 and 500 ps` |
| Layout area overhead | `41.2%` |
| Num ports | `148` |
| Iteration-0 DRC Markers | `about 100` |
| CTS Buf Count | `5` |
| Seq pwr share | `0.476` |
| Clock transition at path regs | `80 ps` |
| H-tree level count | `2` |
| Maxcap violations | `0` |
| R2R Setup Slk | `6590 ps` |
| DP Wirelength | `around 7200 µm` |
| Yosys cell types | `53` |
| Antenna violations before repair | `0` |
| Placed cells | `around 660` |
| Drt wl/cell | `~14 µm` |
| FP Core Util | `0.418` |
| Core Util, Final | `0.590` |
| Depth of the most critical reg-to-reg path | `2` |
| Remaining Overflow, GRT | `0` |
| Dpl ws | `3300 ps` |
| Critical R2R Launch | `stored_control[16]` |
| Startpoint types | `input pin` |
| Synth async-reset ratio | `0` |
| IR drop worst, VDD | `85.5 µV` |
| Post-layout min period | `between 4000 and 5000 ps` |
| CTS tree | `built` |
| CP Max Fanout | `1` |
| Layout filler cell count | `approximately 810` |
| WL final | `approximately 9400 µm` |
| Min-delay src | `stored_control[38]` |
| Setup Skew | `0 ps` |
| Unrepaired setup endpoints after global routing | `no` |
| Core region area | `9330 µm²` |
| Clock power share | `0.283` |
| Flops after synth | `106` |
| CTS resizes | `0` |
| Register pins left without a clock | `~64` |
| Worst setup startpoint | `send_rdy[1]` |
| CTS root buf | `clkbuf_8` |
| Crit-path most repeated cell | `clkdlybuf4s50_1` |
| Ys cells | `just over 400` |
| Final hold viol count | `0` |
| Diodes inserted | `0` |
| Fin. max-slew vios | `0` |
| Rel. slew slack | `0.527` |
| Die height | `roughly 100 µm` |
| CTS Hold Buffers Added | `0` |
| Worst reg2reg endpoint | `stored_control[16]` |
| Hold EP | `stored_control[38]` |
| CP required | `5920 ps` |
| Die footprint | `roughly 10000 µm²` |
| Leak pwr | `~2.3 nW` |
| Fin cells | `approximately 670` |
| Chip Width | `roughly 100 µm` |
| Cycle use final | `0.553` |
| Setup_tns | `0 ps` |
| Setup crit end kind | `primary output` |
| Tightest Hold Check Type | `register to register` |
| Largest net degree at the start of global routing | `approximately 43` |
| Fmax | `around 0.24 GHz` |
| Cell taking the most area after synthesis | `dlxtn_1` |
| Area share, top type | `0.247` |
| Post-Syn Area | `3900 µm²` |
| Run status | `completed` |
| CP cell instances | `clkdlybuf4s50_1 -> mux2i_1 -> nor3_1 -> clkdlybuf4s50_1` |
| Post-synth EDFFs | `0` |
| Total GRT Usage | `0.191` |
| Top-count cell post-synth | `and2_1` |
| Final WS setup | `3310 ps` |
| Power per Cell Area | `approximately 100 nW/µm²` |
| DRC viols | `0` |
| Vias | `about 3200` |
| Worst EP arrival | `approximately 2600 ps` |
| Layout cells sized above 1 | `0.0594` |
| Post-CTS setup buffer count | `0` |
| Synth Flop Type | `dlxtn_1` |
| Switch Pwr | `about 0.16 mW` |
| Top cells by area | `dlxtn_1 (25%), dfxtp_1 (22%), mux2i_1 (12%)` |
| IO buf count | `about 150` |
| Synth Instances | `between 400 and 500` |
| Comb power frac | `0.240` |
| WHS | `between 500 and 600 ps` |
| Worst-Skew Late Latency | `between 200 and 300 ps` |
| Warnings, synthesis | `1` |
| Chip Area, Yosys | `about 3900 µm²` |
| Worst Tran Pin Value | `about 700 ps` |
| Cell-internal power | `0.392 mW` |
| Most frequent cells after synthesis | `and2_1 (69), dlxtn_1 (64), nor2_1 (51), mux2i_1 (47), dfxtp_1 (42)` |
| OpenROAD warning count | `26` |
| Switching share of power | `0.286` |
| First-pass GRT wire length | `roughly 15000 µm` |
| Rows | `35` |
| Max clock buf depth | `2` |
| Setup violators final | `0` |
| DR vias/cell | `approximately 4.7` |
| Endpoints left unconstrained | `roughly 130` |
| CP Class | `input pin to primary output` |
| Hold Path Stages | `2` |
| DRT Pass-1 Iters | `4` |
| Vias in the first global route | `~2900` |
-- registers in the layout, summed over array words and instances, names as in the netlist --
| register | cells |
|---|---|
| send_msg | 64 |
| stored_control | 42 |
-- worst max-delay path: cells and delay by family --
family / cells / cell delay [ps]
buf+inv: 2 / 930
mux: 1 / 70
simple gates: 1 / 130
-- routing by layer --
layer	routed length, µm	part of all wire	global-route usage	up-vias
met2	4380	0.46	0.312	99
li1	-	-	-	1636
met4	29	0.0031	0.0111	0
met5	0	0	0	-
met1	4510	0.48	0.292	1430
met3	521	0.055	0.0226	2
-- cells by family (layout without fill, tap and decap cells) --
| group | after synthesis | after routing | synth area share |
|---|---|---|---|
| compound gates | 25 | 25 | 0.0443 |
| xor+xnor | 12 | 12 | 0.0270 |
| fa+ha+maj | 1 | 1 | 0.00321 |
| buf+inv | 28 | 164 | 0.0427 |
| flops | 42 | 42 | 0.216 |
| latches | 64 | 64 | 0.247 |
| mux | 47 | 47 | 0.121 |
| other cells | 1 | 1 | 0.000962 |
| simple gates | 183 | 183 | 0.299 |
-- cell usage in the layout (no fill, tap or decap), drive strengths merged, types with 2 or more instances in the layout --
cell	instances
mux2i	47
dfxtp	42
o21ai	5
nor4b	2
nand2b	3
nand2	8
clkdlybuf4s50	145
or4	3
nor2	51
o31ai	2
xor2	9
and2	70
clkbuf	6
inv	4
xnor2	3
buf	7
nor4	14
or3	3
nor3	14
a21oi	4
nand4	6
dlxtn	64
nand3b	2
a31oi	3
nand3	2
-- per-stage QoR --
| stage | area (µm²) | total power, mW |
|---|---|---|
| after floorplan | 3900 | 0.342 |
| after global placement | 5410 | 0.397 |
| after detailed placement | 5410 | 0.399 |
| after CTS | 5500 | 0.557 |
| after global routing | 5500 | 0.581 |
| final | 5500 | 0.548 |
-- power groups by stage --
stage,logic [mW],registers [mW],clock network (mW)
finish,0.132,0.261,0.155
CTS,0.133,0.261,0.163
global route,0.145,0.264,0.172
-- layout make-up --
type	count	area, µm²	share of cell area
Clock buffer	6	82.6	0.0150
Clock inverter	2	12.5	0.00227
Inverter	4	15.0	0.00273
Multi-Input combinational cell	269	1930	0.351
Sequential cell	106	1800	0.327
Tap cell	129	161	0.0293
Timing Repair Buffer	152	1500	0.273
-- how the worst max path moves through the flow --
stage                 end  cells after the start  slack, ps
finish        recv_rdy[0]                      4       3310
CTS           recv_rdy[0]                      4       3300
global route  send_val[1]                      6       3200
Power is estimated from default activity; no workload was simulated.
