[design/flow/run.sh]
#!/bin/bash
# OpenROAD 26Q1-2900-gdf79404cd8, Yosys 0.63+post, stock flow scripts
make -C /OpenROAD-flow-scripts/flow DESIGN_CONFIG=/design/flow/config.mk WORK_HOME=/design/flow/orfs finish
[design/flow/config.mk]
export PLATFORM = sky130hd
export DESIGN_NAME = serdes_Serializer
export DESIGN_NICKNAME = serdes_Serializer
export VERILOG_FILES = /design/flow/design.v
export SDC_FILE = /design/flow/constraint.sdc
export NUM_CORES = 4
export LEC_CHECK = 1
export CORE_UTILIZATION = 40
[design/flow/constraint.sdc]
current_design serdes_Serializer

set clk_period 10.4
set clk_io_pct 0.2

create_clock -name clk0 -period $clk_period [get_ports {clk}]

set non_clock_inputs [all_inputs -no_clocks]
set_input_delay [expr $clk_period * $clk_io_pct] -clock clk0 $non_clock_inputs
set_output_delay [expr $clk_period * $clk_io_pct] -clock clk0 [all_outputs]
[design/flow/design.v]
module cmn_Reg (
	clk,
	q,
	d
);
	parameter p_nbits = 1;
	input wire clk;
	output reg [p_nbits - 1:0] q;
	input wire [p_nbits - 1:0] d;
	always @(posedge clk) q <= d;
endmodule
module cmn_ResetReg (
	clk,
	reset,
	q,
	d
);
	parameter p_nbits = 1;
	parameter p_reset_value = 0;
	input wire clk;
	input wire reset;
	output reg [p_nbits - 1:0] q;
	input wire [p_nbits - 1:0] d;
	always @(posedge clk) q <= (reset ? p_reset_value : d);
endmodule
module cmn_EnReg (
	clk,
	reset,
	q,
	d,
	en
);
	parameter p_nbits = 1;
	input wire clk;
	input wire reset;
	output reg [p_nbits - 1:0] q;
	input wire [p_nbits - 1:0] d;
	input wire en;
	always @(posedge clk)
		if (en)
			q <= d;
endmodule
module cmn_EnResetReg (
	clk,
	reset,
	q,
	d,
	en
);
	parameter p_nbits = 1;
	parameter p_reset_value = 0;
	input wire clk;
	input wire reset;
	output reg [p_nbits - 1:0] q;
	input wire [p_nbits - 1:0] d;
	input wire en;
	always @(posedge clk)
		if (reset || en)
			q <= (reset ? p_reset_value : d);
endmodule
module serdes_Serializer (
	recv_msg,
	recv_val,
	recv_rdy,
	send_msg,
	send_val,
	send_rdy,
	reset,
	clk
);
	parameter signed [31:0] BIT_WIDTH = 32;
	parameter signed [31:0] N_SAMPLES = 8;
	input wire [(N_SAMPLES * BIT_WIDTH) - 1:0] recv_msg;
	input wire recv_val;
	output wire recv_rdy;
	output wire [BIT_WIDTH - 1:0] send_msg;
	output wire send_val;
	input wire send_rdy;
	input wire reset;
	input wire clk;
	generate
		if (N_SAMPLES == 1) begin : genblk1
			assign recv_rdy = send_rdy;
			assign send_val = recv_val;
			assign send_msg = recv_msg[0+:BIT_WIDTH];
			reg unused = {1'b0, clk, reset, 1'b0};
		end
		else begin : genblk1
			wire [$clog2(N_SAMPLES) - 1:0] mux_sel;
			wire reg_en;
			wire [BIT_WIDTH - 1:0] reg_out [N_SAMPLES - 1:0];
			genvar i;
			for (i = 0; i < N_SAMPLES; i = i + 1) begin : l_regs
				cmn_EnResetReg #(.p_nbits(BIT_WIDTH)) register(
					.clk(clk),
					.reset(reset),
					.en(reg_en),
					.d(recv_msg[i * BIT_WIDTH+:BIT_WIDTH]),
					.q(reg_out[i])
				);
			end
			assign send_msg = reg_out[mux_sel];
			SerializerControl #(.N_SAMPLES(N_SAMPLES)) ctrl(
				.clk(clk),
				.reset(reset),
				.recv_val(recv_val),
				.recv_rdy(recv_rdy),
				.send_val(send_val),
				.send_rdy(send_rdy),
				.mux_sel(mux_sel),
				.reg_en(reg_en)
			);
		end
	endgenerate
endmodule
module SerializerControl (
	recv_val,
	recv_rdy,
	send_val,
	send_rdy,
	mux_sel,
	reg_en,
	clk,
	reset
);
	parameter signed [31:0] N_SAMPLES = 8;
	input wire recv_val;
	output reg recv_rdy;
	output reg send_val;
	input wire send_rdy;
	output reg [$clog2(N_SAMPLES) - 1:0] mux_sel;
	output reg reg_en;
	input wire clk;
	input wire reset;
	reg INIT = 1'b0;
	reg OUTPUT_START = 1'b1;
	reg next_state;
	reg state;
	localparam signed [31:0] NS_EXC_W = $clog2(N_SAMPLES);
	localparam signed [31:0] NS_W = $clog2(N_SAMPLES + 1);
	reg [NS_W - 1:0] mux_sel_next;
	always @(*)
		case (state)
			INIT:
				if (reset == 1)
					next_state = INIT;
				else if (recv_val == 1)
					next_state = OUTPUT_START;
				else
					next_state = INIT;
			OUTPUT_START:
				if (mux_sel_next != N_SAMPLES[NS_W - 1:0])
					next_state = OUTPUT_START;
				else
					next_state = INIT;
			default: next_state = INIT;
		endcase
	always @(*)
		case (state)
			INIT: begin
				reg_en = 1;
				send_val = 0;
				recv_rdy = 1;
				mux_sel_next = 0;
			end
			OUTPUT_START: begin
				reg_en = 0;
				send_val = 1;
				recv_rdy = 0;
				if (send_rdy == 1)
					mux_sel_next = {{NS_W - NS_EXC_W {1'b0}}, mux_sel} + 1;
				else
					mux_sel_next = {{NS_W - NS_EXC_W {1'b0}}, mux_sel};
			end
			default: begin
				reg_en = 1;
				send_val = 0;
				recv_rdy = 1;
				mux_sel_next = 0;
			end
		endcase
	always @(posedge clk)
		if (reset) begin
			state <= INIT;
			mux_sel <= 0;
		end
		else begin
			mux_sel <= mux_sel_next[NS_EXC_W - 1:0];
			state <= next_state;
		end
endmodule
==> impl_metrics.tcl <==
# implementation run metrics
set metrics [dict create \
    holdBufCountCts 0 \
    worst_setup_path_end_kind "primary output" \
    drtIter0Drc 530 \
    grt_use_total_pct 21.71 \
    ys_cells 845 \
    grt_pass1_vias 7628 \
    ys_types 35 \
    setup_tns_ns 0 \
    combPwrFrac_pct 10.9 \
    gp_congestion 0.8970 \
    total_leakage_power_uw 0.005789 \
    maxCapViolCount 0 \
    fin_worst_skew_ns 0.005096 \
    ctsResizeCount 0 \
    portBuffers 293 \
    ys_sh_mux_pct 3.331 \
    ys_seq_share_pct 67.14 \
    grt_start_max_net_pins 148 \
    top_area_share_pct 66.44 \
    cp_max_fo 41 \
    simple_gate_share_pct 16.90 \
    final_cell_area_mm2 0.01570 \
    cts.sinks 260 \
    log.warning_count 32 \
    status "completed" \
    rows 61 \
    avgSynthCellArea_um2 13.69 \
    core_area_mm2 0.02809 \
    max_slew_margin_pct 43.30 \
    edf_count 256 \
    synth.cell_area_mm2 0.01157 \
    die_h_um 172.1 \
    clockBufferDepth 3 \
    clkPwrFrac_pct 38.6 \
    vias 7608 \
    crit_type "reg -> out" \
    ys_top_cells_by_area "edfxtp_1 66%, nor2b_1 14%, a222oi_1 2.6%, a22o_1 2.3%, mux2_2 1.7%" \
    fill_cells 2318 \
    die_area_mm2 0.02961 \
    synth_warnings 3 \
    htreeDepth 1 \
    top_logic_kind "simple AND/OR/NAND/NOR gates" \
    cp.arrival_ns 3.80 \
    min_path_type "reg -> reg" \
    irDropWorstVdd_mv 0.1415 \
    p_sw_uw 517.4 \
    yosys_most_used_dff "edfxtp_1" \
    rsz0062_at_grt "false" \
    drc_errors 0 \
    ff_latch_area_mm2 0.007771 \
    drive_gt1_share_pct 7.482 \
    largest_area_cell "edfxtp_1" \
    drt_first_pass_iters 8 \
    fa_ha_area_share_pct 0.6489 \
    max_freq_ghz 0.1701 \
    comb_area_mm2 0.003497 \
    ys_chip_area_mm2 0.01157 \
    dp_hpwl_um 20230 \
    ioPinCount 294 \
    maxSlewViolCount 0 \
    p_seq_share_pct 50.5 \
    cp-start-kind "register" \
    cts.clk_slew.worst_paths_ns 0.06 \
    compound_area_share_pct 9.138 \
    viasPerCell 5.012 \
    cts_tree "built" \
    layout_top_cells "292 x clkdlybuf4s50_1, 256 x nor2b_1, 256 x edfxtp_1, 47 x nand2_1, 35 x nor2_1" \
    ys.flops 260 \
    setup_violations 0 \
    finalHoldViolCount 0 \
    wl_um 30140 \
    p_sw_share_pct 20.61 \
    finalClockPeriodUsage_pct 56.52 \
    layout.cells.most_common "clkdlybuf4s50_1" \
    p_per_area_mw_per_mm2 159.9 \
    netlist_instances 845 \
    postCtsSetupRepairBufs 0 \
    grt_pass1_wl_um 43710 \
    intPower_uw 1993 \
    die_w_um 172.1 \
    fp_util_pct 41.19 \
    xor_share_pct 0.07570 \
    cts_root_buf "clkbuf_16" \
    cp.required_ns 8.32 \
    tightest_slew_ns 0.8505 \
    ant_nets 0 \
    period_needed_ns 5.879 \
    clock_latency_ns 0.54 \
    overflow 0 \
    wl_per_cell_um 19.85 \
    place_area_mm2 0.01480 \
    numCtsBuffers 28 \
    grt_antenna_before_repair 9 \
    synthArstFlopShare_pct 0 \
    area_growth_pct 35.71 \
]
-- worst max-delay path, cell delays in order (launching register included) --
cell and delay (ns):
dfxtp_1 0.36, inv_1 0.12, ha_2 0.56, buf_4 0.52
or3_1 0.53, buf_4 0.38, nor2_1 0.08, a31oi_1 0.19
clkdlybuf4s50_1 0.50
-- layout make-up --
cell class	count	share of cell area (%)
flip-flops and latches	260	49.49
multi-input cells	516	22.27
repair buffers	305	19.36
clock buffers	34	4.741
well taps	378	3.012
clock inverters	17	0.9642
inverters	4	0.09563
diodes	4	0.06375
-- final timing paths --
| check | from | to | slack (ns) | cells past startpoint |
|---|---|---|---|---|
| setup / recovery | genblk1.ctrl.mux_sel[1]$_SDFF_PP0_ | send_msg[27] | 4.52 | 8 |
| hold / removal | genblk1.ctrl.mux_sel[0]$_SDFF_PP0_ | genblk1.ctrl.mux_sel[0]$_SDFF_PP0_ | 0.60 | 2 |
| setup reg to reg | genblk1.ctrl.state$_SDFF_PP0_ | genblk1.l_regs[4].register.q[10]$_SDFFCE_PP0P_ | 8.22 | 2 |
| hold reg to reg | genblk1.ctrl.mux_sel[0]$_SDFF_PP0_ | genblk1.ctrl.mux_sel[0]$_SDFF_PP0_ | 0.60 | 2 |
-- cell usage after synthesis, drive strengths merged, types with 2 or more instances --
cell type,instances
nand2,47
clkbuf,46
a22o,30
a211oi,2
edfxtp,256
dfxtp,4
nor2b,256
nor2,35
buf,19
a222oi,30
inv,4
a21o,15
a22oi,20
a21oi,17
mux2,30
a31oi,15
ha,6
-- stage by stage --
step / power (µW) / utilization [%] / hold slack (ns) / cells / worst slack (ns)
global route: 2607 / 55.87 / 0.6222 / 1514 / 4.316
global placement: 1566 / 52.68 / 0.5704 / 1463 / 5.145
finish: 2510 / 55.90 / 0.5953 / 1518 / 4.521
floorplan: 1407 / - / 0.4606 / 845 / 1.203
detailed placement: 1567 / 52.68 / 0.5670 / 1463 / 5.089
CTS: 2540 / 55.87 / 0.5855 / 1514 / 4.481
-- power groups by stage --
stage | registers, µW | clock network, µW | logic (µW)
after CTS | 1270 | 992 | 280
after global routing | 1270 | 1030 | 299
final | 1270 | 968 | 274
-- state kept, by name (all words and copies together) (netlist names) --
signal and flops:
genblk1.ctrl.mux_sel 3, genblk1.ctrl.state 1, genblk1.l_regs.register.q 256
-- cells by family (layout without fill, tap and decap cells) --
family	Yosys count	in the layout
mux	31	31
fa+ha+maj	6	6
flops	260	260
simple gates	345	345
other cells	0	4
compound gates	133	133
xor+xnor	1	1
buf+inv	69	360
-- metal layers --
metal / wire (µm) / global-route usage (%)
met5: 69 / 0
met1: 11550 / 30.15
met4: 707 / 4.502
met3: 3090 / 7.829
met2: 14720 / 34.82
Power is estimated from default activity; no workload was simulated.
